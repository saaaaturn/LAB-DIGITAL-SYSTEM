===== design/flow/run.sh =====
#!/bin/bash
# OpenROAD 26Q1-2900-gdf79404cd8, Yosys 0.63+post, stock flow scripts
make -C /OpenROAD-flow-scripts/flow DESIGN_CONFIG=/design/flow/config.mk WORK_HOME=/design/flow/orfs finish

===== design/flow/config.mk =====
export PLATFORM = sky130hd
export DESIGN_NAME = SEVEN_SEGS
export DESIGN_NICKNAME = SEVEN_SEGS
export VERILOG_FILES = /design/flow/design.v
export SDC_FILE = /design/flow/constraint.sdc
export NUM_CORES = 4
export LEC_CHECK = 1
export CORE_AREA = 10 10 70 70
export DIE_AREA = 0 0 80 80

===== design/flow/constraint.sdc =====
current_design SEVEN_SEGS

set clk_period 1.5
set clk_io_pct 0.2

create_clock -name clk0 -period $clk_period

set non_clock_inputs [all_inputs -no_clocks]
set_input_delay [expr $clk_period * $clk_io_pct] -clock clk0 $non_clock_inputs
set_output_delay [expr $clk_period * $clk_io_pct] -clock clk0 [all_outputs]

===== design/flow/design.v =====
module SEVEN_SEGS
(
	input logic [3:0] data_in,
   output logic [6:0] display 
);
always @(*) begin
    case (data_in)
        4'b0000:
            display = 7'b1000000;   
        4'b0001:
            display = 7'b1111001;   
        4'b0010:
            display = 7'b0100100;   
        4'b0011:
            display = 7'b0110000;   
        4'b0100:
            display = 7'b0011001;   
        4'b0101:
            display = 7'b0010010;   
        4'b0110:
            display = 7'b0000010;   
        4'b0111:
            display = 7'b1111000;   
        4'b1000:
            display = 7'b0000000;   
        4'b1001:
            display = 7'b0010000;   
        4'b1010:
            display = 7'b0001000;   
        4'b1011:
            display = 7'b0000011;   
        4'b1100:
            display = 7'b1000110;   
        4'b1101:
            display = 7'b0100001;   
        4'b1110:
            display = 7'b0000110;   
        4'b1111:
            display = 7'b0001110;   
    endcase
end
endmodule

==> run notes <==
Update from the flow run.

The final weighted congestion of routability-driven global placement is 0.757. The aggregate global routing overflow is 0. After layout, the design draws a total of roughly 140 µW. The number of inserted filler cells in the final layout is about 380.

Per the layout report, the design carries 0 clock buffers. The worst setup path is of the in2out kind. The basic-gate share of the synthesized area counting and, or, nand and nor cells is 14.5%. The number of remaining DRC errors is 0. STA classifies the critical path startpoint as an input port. The number of instances in the synthesized netlist is 32. The number of max-cap violations is 0. The data arrival time at the worst-slack endpoint is 1320 ps. The largest voltage drop on the vdd net is 0.0281 mV. The final reports fail on negative setup slack. The final worst setup slack is -118 ps. The final max-slew violation count recorded for this run is 0. The number of global-route vias before repair is 316.

The distinct cell type count after synthesis is 15. Summed over all nets, wire length on met2 after detailed routing comes to 445 µm. Detailed placement reports a standard cell area of 502 µm². Hold is met by 1060 ps. The data required time of the worst path is around 1200 ps.

The top routing layer in use is met3. The endpoint type of the worst setup path is an output pin. The maximum fanout count along the critical path is 4. Traced cell by cell, the critical path runs through buf_8 > inv_8 > ha_4 > and2b_2 > or3b_1 > o21ai_1 > buf_2.

Per the summary, power density relative to cell area is 235 nW/µm². The floorplan step defined a core boundary enclosing between 3000 and 4000 µm². The initial antenna violation count is 0.

The minimum setup slack after placement is -1020 ps. In the synthesized netlist, mux cells make up 28.2% of the area. The global-route wire length before repair is around 1500 µm. The final-report hold violation count is 0.

The worst min-delay path class is in2out. After legalization and detailed placement, the total HPWL measured 610 µm. The average vias per placed instance is roughly 3.2.

In this run, the number of DRC markers left after iteration 0 of detailed routing was 3. Once detail routing completed, the nets flagged for antenna violations numbered 0. The met3 wire length is approximately 48 µm. The average instance area after synthesis is 8.60 µm². The count of vias placed by the detailed router is ~310.

In this run the cell area of the synthesized design comes to approximately 280 µm². The number of sequential cells reported for the layout is 0. Per the synthesis report, the XOR/XNOR share of the synthesized area is 0%. The script logs the mean routed wire length per placed instance as between 9 and 10 µm. The sequential cells in the finished layout cover a total of 0 µm². Per the run report, area growth between synthesis and finish was 119%. The final design utilization is 17.7%.

The logs give a warning total of 40. Setup repair after global routing could not meet its margin everywhere. The wire length on met1 is 403 µm. The finished cells cover 603 µm². The initial utilization of the core area, before any placement, comes to 8.06%. 11 I/O pins were placed. In this run the static leakage power is 0.000269 µW. Dividing the final minimum period by the clock period gives 108%. The flow ran to the end, but the final reports show violations. Yosys shows that the main logic family after synthesis is adder cells. The number of cells in Yosys stat is 32. The share of synthesized area occupied by flip-flops and latches is 0%. Per the placement log, port buffering inserted 11 buffers.

Of the total synthesized cell area, the portion taken by full adders, half adders and majority gates is between 30% and 40%. The most common logic cells in the final layout are sky130_fd_sc_hd__buf_4 (8), sky130_fd_sc_hd__ha_4 (5), sky130_fd_sc_hd__buf_2 (5), sky130_fd_sc_hd__mux2i_1 (4), sky130_fd_sc_hd__buf_6 (4). According to the floorplan log, the row count is 21.

Summing the areas of all compound-gate instances in the mapped netlist gives about 15% of the synthesized area. The routed wire length is 896 µm. The chip area line in the Yosys stat output reads 275 µm². The fraction of final layout cells with drive strength greater than 1 is 66.0%. The total number of yosys warnings is 1. Endpoints with negative setup slack in the final report add up to 3. The area of the die is roughly 6400 µm². Entering global routing, the biggest net connects 7 pins. Looking at the max-slew report, the worst-margin pin has a slew of 148 ps. The number of buffers inserted by hold repair at cts is 0. Total global-route track usage over all layers is 2.66%. The overall die width is roughly 80 µm. The critical path's slowest cell is sky130_fd_sc_hd__or3b_1. The worst max-slew margin expressed relative to the limit is between 80% and 90%.

Measured along the y axis, the die boundary spans 80 µm. Antenna repair during routing inserted a diode count of 0. The clock period minus final worst setup slack is 1620 ps. The longest incremental delay of any stage on the critical path is reported as 340 ps. The peak clock frequency supported by timing is 0.618 GHz. The most common logic cell in the final layout is sky130_fd_sc_hd__buf_4. The detailed-router iteration count before antenna repair is 2.
==> cell type report <==
class,instances,area [µm²],share of cell area (%)
Inverter,3,26.3,4.36
Multi-Input combinational cell,27,319,52.9
Tap cell,46,57.6,9.54
Timing Repair Buffer,23,200,33.2
==> worst max-delay path: cells and delay by family <==
family | cells | cell delay (ps)
simple gates | 2 | 550
buf+inv | 3 | 280
fa+ha+maj | 1 | 130
compound gates | 1 | 70
==> logic make-up (layout without fill, tap and decap cells) <==
logic type / after synthesis / count (layout)
AND-OR/OR-AND: 6 / 6
buffers and inverters: 5 / 26
AND/OR/NAND/NOR: 8 / 8
multiplexers: 6 / 6
adder cells (fa/ha/maj): 7 / 7
==> repair_timing <==
item,CTS,global route
gates resized,58,9
endpoints found under the hold margin,0,0
cloned,1,0
pin swaps,4,2
setup endpoints to repair,7,6
buffers inserted,2,0
==> Yosys cell counts (all sizes together) <==
| cell type | instances | area share (%) |
|---|---|---|
| a21oi | 1 | 1.8 |
| a22o | 2 | 6.4 |
| a32o | 1 | 3.6 |
| and2b | 1 | 3.2 |
| buf | 2 | 5.9 |
| ha | 7 | 32 |
| inv | 3 | 4.1 |
| mux2 | 1 | 4.1 |
| mux2i | 4 | 15 |
| mux4 | 1 | 9.5 |
| nand2 | 1 | 1.4 |
| nor2 | 5 | 6.8 |
| o21ai | 2 | 3.6 |
| or3b | 1 | 3.2 |
==> metrics by stage <==
stage	setup TNS (ps)	std cells
after global routing	-498	99
final	-308	99
after detailed placement	-5760	97
after floorplan	0	32
after CTS	-411	99
after global placement	-5720	97
==> per-layer routing <==
metal	vias up	track usage, %
li1	160	-
met1	148	3.18
met2	6	5.06
met3	0	0.455
met4	0	0
met5	-	0
==> final timing paths <==
path,depth (start not counted),to,startpoint
worst max-delay path,7,display[0],data_in[1]
worst min-delay path,4,display[1],data_in[0]
==> report_power, final <==
part / internal [µW] / total (µW) / switching [µW] / leakage (µW)
Combinational: 84.3 / 142 / 57.3 / 0.000269
Clock: 0 / 0 / 0 / 0
Sequential: 0 / 0 / 0 / 0
Power is estimated from default activity; no workload was simulated.
