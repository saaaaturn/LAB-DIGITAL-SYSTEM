File: flow/config.mk
export PLATFORM = sky130hd
export DESIGN_NAME = EX2
export DESIGN_NICKNAME = EX2
export VERILOG_FILES = /design/flow/design.v
export SDC_FILE = /design/flow/constraint.sdc
export NUM_CORES = 4
export LEC_CHECK = 1
export CORE_AREA = 10 10 85 85
export DIE_AREA = 0 0 95 95
File: flow/constraint.sdc
current_design EX2

set clk_period 7.1
set clk_io_pct 0.2

create_clock -name clk0 -period $clk_period [get_ports {clk_sys}]

set non_clock_inputs [all_inputs -no_clocks]
set_input_delay [expr $clk_period * $clk_io_pct] -clock clk0 $non_clock_inputs
set_output_delay [expr $clk_period * $clk_io_pct] -clock clk0 [all_outputs]
File: flow/design.v
module AS8B	
(
	input logic [7:0]A,B,	 
	input logic cin,			 
	output logic [7:0]sum, 	 
	output logic cout, 		 
	output logic v_flag		 
);
logic [7:0] co; 				 
AS1B as0( .a(A[0]), .b(B[0]^cin), .cin(cin),	  .s(sum[0]), .cout(co[0]));
AS1B as1( .a(A[1]), .b(B[1]^cin), .cin(co[0]), .s(sum[1]), .cout(co[1]));
AS1B as2( .a(A[2]), .b(B[2]^cin), .cin(co[1]), .s(sum[2]), .cout(co[2]));
AS1B as3( .a(A[3]), .b(B[3]^cin), .cin(co[2]), .s(sum[3]), .cout(co[3]));
AS1B as4( .a(A[4]), .b(B[4]^cin), .cin(co[3]), .s(sum[4]), .cout(co[4]));
AS1B as5( .a(A[5]), .b(B[5]^cin), .cin(co[4]), .s(sum[5]), .cout(co[5]));
AS1B as6( .a(A[6]), .b(B[6]^cin), .cin(co[5]), .s(sum[6]), .cout(co[6]));
AS1B as7( .a(A[7]), .b(B[7]^cin), .cin(co[6]), .s(sum[7]), .cout(co[7]));
assign cout= co[7];
assign v_flag = co[7] ^ co[6];
endmodule
module AS1B
(
	input logic a,
	input logic b,
	input logic cin,
	output logic s,
	output logic cout
);
assign s=a^b^cin;
assign cout = (a & b)| (cin & (a ^ b));
endmodule
module DFF1B
(
	input logic clk,
	input logic rst,
	input logic D,
	output logic Q
);
always_ff @(posedge clk or negedge rst)
begin 
	if (!rst)
	Q<= 1'b0;
	else 
	Q<= D;
end 
endmodule
module DFF8B
(
	input logic clk,
	input logic rst,
	input logic [7:0]D,
	output logic [7:0]Q
);
always_ff @(posedge clk or negedge rst)
begin 
	if (!rst)
	Q<= 8'b00000000;
	else 
	Q<= D;
end 
endmodule
module EX2
(
	input logic clk_sys,				 
	input logic rst_sys,				 
	input logic cin_sys,				
	input logic [7:0] data_in,		 
	output logic [7:0] data_out,	 
	output logic overf,				 
	output logic c_o					 
);
wire [7:0] ff1_to_as;
wire [7:0] ff2_to_as;
wire as_co;
wire as_overflow;
AS8B calc
(
	.A (ff1_to_as),
	.B (ff2_to_as),
	.cin (cin_sys),
	.sum (data_out),
	.cout(as_co),
	.v_flag(as_overflow)
);
DFF8B dff_inst1 			
(
	.clk (clk_sys),
	.rst (rst_sys),
	.D (data_in),
	.Q (ff1_to_as)
);
DFF8B dff_inst2
(
	.clk (clk_sys),
	.rst (rst_sys),
	.D (data_out),
	.Q (ff2_to_as)
);
DFF1B dff_inst3
(
	.clk (clk_sys),
	.rst (rst_sys),
	.D (as_overflow),
	.Q (overf)
);	
DFF1B dff_inst4
(
	.clk (clk_sys),
	.rst (rst_sys),
	.D (as_co),
	.Q (c_o)
);
endmodule
File: flow/run.sh
#!/bin/bash
# OpenROAD 26Q1-2900-gdf79404cd8, Yosys 0.63+post, stock flow scripts
make -C /OpenROAD-flow-scripts/flow DESIGN_CONFIG=/design/flow/config.mk WORK_HOME=/design/flow/orfs finish
==> flow_metrics.py <==
# Metrics from the implementation run
metrics = {
    "setup_path": {
        "crit_path_end_kind": "primary output",
        "arrival_ns": 5.35,
        "cp-startpoint": "cin_sys",
        "cp-start-kind": "input port",
        "path_class": "in2out",
        "critPathRequiredTime_ns": 5.68,
        "cp_max_fo": 5,
        "r2r_start": "dff_inst2.Q[0]",
    },
    "sta": {
        "skew_ns": 0.00221,
        "tns_ns": 0,
        "period_minus_slack_ns": 6.77,
        "setup_viol_count_final": 0,
        "fmax_mhz": 148,
        "drv_slew": 0,
        "final-hold-violation-count": 0,
        "rsz0062_at_grt": "false",
        "slew_headroom_pct": 47.6,
        "layout_setup_ws_ns": 0.334,
        "whs_ns": 0.489,
        "timing.final.crit_share_pct": 95.3,
        "worstMarginPinSlew_ns": 0.783,
    },
    "logic_synthesis": {
        "synth-seq-cells": 18,
        "synth_area_um2": 800,
        "synth_seq_share_pct": 56.3,
        "yosys_cells": 57,
        "ys_warn_count": 2,
        "synthCells": 57,
        "top_area_share_pct": 56.3,
        "ys_area_um2": 800,
        "ys_types": 8,
        "yosysTopAreaCell": "dfrtp_1",
        "ys_top_cells_by_area": "dfrtp_1 (56%), fa_1 (18%), buf_4 (7.5%), xnor2_1 (6.6%), inv_1 (6.1%)",
        "synth_area_per_cell_um2": 14.0,
    },
    "final_layout": {
        "ff_latch_area_um2": 450,
        "fill_cells": 600,
        "logic_area_um2": 229,
        "layout-drive-gt1-share_pct": 6.85,
        "design_area_mm2": 0.00108,
        "synthToLayoutAreaGrowth_pct": 35.2,
    },
    "flow_run": {
        "cap_violations": 0,
        "warning_count": 25,
    },
    "global_routing": {
        "grt_pass1_wl_mm": 2.35,
        "grt_max_degree": 19,
        "antenna_found_initial": 0,
        "grt_overflow_total": 0,
        "grt_pass1_vias": 480,
        "grt_usage_pct": 3.41,
    },
    "detailed_routing": {
        "antenna-diode-count": 0,
        "wire_per_inst_um": 9.54,
        "vias": 373,
        "totalWireLength_mm": 1.38,
        "drt_iter0_markers": 0,
        "detail-route-antenna-nets": 0,
        "via_per_inst": 2.57,
        "dr.pass1.iters": 1,
        "drcViolationCount": 0,
    },
    "floorplan": {
        "rows": 27,
        "chipHeight_um": 95,
        "fp.dieW_um": 95,
        "dieArea_mm2": 0.00903,
        "fp_util_pct": 14.6,
        "ios": 21,
        "core-area_mm2": 0.00547,
    },
    "placed_design": {
        "dpl_cell_area_mm2": 0.00103,
        "dp.final_hpwl_mm": 1.21,
        "globalplace.congestion": 0.691,
        "place_ws_ns": 0.301,
        "port_buffers": 20,
    },
    "status": {
        "status": "completed",
    },
    "cts": {
        "root_buffer": "clkbuf_8",
        "cts-hold-fix-buffers": 0,
        "numCtsBuffers": 3,
        "cts-resized-gates": 0,
        "clock_path_buffers": 2,
        "cts_tree": "yes",
        "cts_sinks": 18,
        "h-tree-depth": 1,
        "clk_latency_ns": 0.25,
        "post_cts.repair.setup_buffers": 0,
        "clkTransAtPathRegs_ns": 0.06,
    },
    "worst_hold_path": {
        "min_from": "dff_inst1.Q[0]",
        "hold_class": "reg2reg",
    },
    "power_and_ir_drop": {
        "p_leak_uw": 0.000473,
        "power_density_mw_per_mm2": 418,
        "ir_worst_vdd_uv": 185,
    },
}
## cells in the final DEF, fill, tap and decap left out
| cell type | netlist | routed |
|---|---|---|
| fa_1 | 7 | 7 |
| buf_4 | 8 | 1 |
| xor2_1 | 3 | 3 |
| clkdlybuf4s50_1 | 0 | 20 |
| dfrtp_1 | 18 | 18 |
| mux2i_1 | 1 | 1 |
| xnor2_1 | 6 | 6 |
| inv_1 | 13 | 13 |
| clkbuf_8 | 0 | 4 |
## flip-flops by register name, summed over array words and instances, names as in the netlist
register,flops
dff_inst1.Q,8
dff_inst2.Q,8
dff_inst3.Q,1
dff_inst4.Q,1
## routing by layer
layer | wire length [um] | vias to the layer above | GRT usage [%] | part of all wire, %
met4 | 0 | 0 | 0.125 | 0
met3 | 133 | 0 | 1.84 | 9.6
met2 | 684 | 13 | 5.95 | 49
li1 | - | 181 | - | -
met5 | 0 | - | 0 | 0
met1 | 564 | 179 | 3.79 | 41
## layout make-up
| cell class | instances | area share (%) |
|---|---|---|
| clock buffers | 4 | 5.09 |
| repair buffers | 21 | 19.2 |
| multi-input cells | 17 | 21.2 |
| inverters | 13 | 4.51 |
| flip-flops and latches | 18 | 41.7 |
| well taps | 72 | 8.33 |
## path summary, 6_finish.rpt
path	to	slack, ns	cells past startpoint
max	data_out[7]	0.33	13
min	dff_inst2.Q[0]	0.49	1
max reg2reg	dff_inst2.Q[7]	3.72	11
min reg2reg	dff_inst2.Q[0]	0.49	1
max in group asynchronous	dff_inst2.Q[1]	4.98	1
min in group asynchronous	dff_inst2.Q[4]	1.63	1
## critical path, stage by stage
cell	delay, ns
clkdlybuf4s50_1	0.62
xnor2_1	0.14
fa_1	0.42
fa_1	0.38
fa_1	0.39
fa_1	0.37
inv_1	0.07
fa_1	0.16
inv_1	0.05
fa_1	0.39
inv_1	0.09
fa_1	0.42
clkdlybuf4s50_1	0.43
## metrics by stage
stage	cells	utilization [%]	total power (uW)
floorplan	57	-	300
global placement	141	18.7	381
detailed placement	141	18.7	386
CTS	145	19.8	469
global route	145	19.8	502
finish	145	19.8	452
## cell families after synthesis
kind of cell | count (synthesis) | share of synthesized area (%)
XOR/XNOR | 9 | 9.86
adder cells (fa/ha/maj) | 7 | 17.5
buffers and inverters | 22 | 15.0
flip-flops | 18 | 56.3
multiplexers | 1 | 1.25
## cell usage after synthesis
| library cell | count |
|---|---|
| xor2_1 | 3 |
| buf_6 | 1 |
| dfrtp_1 | 18 |
| buf_4 | 8 |
| fa_1 | 7 |
| xnor2_1 | 6 |
| inv_1 | 13 |
| mux2i_1 | 1 |
## report_power, final
group	total [uW]	switching [uW]	internal (uW)	leakage [uW]
Sequential	151	13.7	137	0.000210
Combinational	221	79.0	142	0.000235
Clock	79.8	30.7	49.1	0.0000288
Total	452	123	329	0.000473
Power is estimated from default activity; no workload was simulated.
